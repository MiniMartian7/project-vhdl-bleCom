===== flow/design.v =====
module rx_uart_byte_interpreter(
    input clk_b_interpreter,
    input rst_b_interpreter,
    input [7:0] in_byte,
    output [7:0] out_byte
);
reg [7:0] char_d, char_ff;
parameter [7:0] CARRIAGE_RETURN = 8'b00001101;
parameter [7:0] LINE_FEED = 8'b00001010;
parameter DISABLE = 0;
parameter ENABLE = 1;
always @(posedge clk_b_interpreter or posedge rst_b_interpreter) begin
    if(rst_b_interpreter) begin
        char_ff <= DISABLE;
    end
    else begin
        char_ff <= char_d;
    end
end
always @(*) begin
    char_d = char_ff;
    if(in_byte == CARRIAGE_RETURN) begin
    end
    else if(in_byte == LINE_FEED) begin
    end
    else begin
        char_d = in_byte;
    end
end
assign out_byte = char_ff;
endmodule
module rx_uart_byte_selector(
    input clk_b_selector,
    input rst_b_selector,
    input in_bit_serial,
    output out_interpreter_en,
    output [7:0] out_byte
);
reg out_enable_d, out_enable_ff;
reg [7:0] data_d, data_ff; 
reg [1:0] bit_case_d, bit_case_ff;
reg[3:0] bit_index_d, bit_index_ff; 
reg[31:0] bit_cnt_d, bit_cnt_ff; 
parameter DISABLE = 0;
parameter ENABLE = 1;
parameter CLK_PER_BIT = 5208; 
parameter IDLE = 2'b00;
parameter START_BIT = 2'b01;
parameter DATA_BIT = 2'b10;
parameter STOP_BIT = 2'b11;
always @(posedge clk_b_selector or posedge rst_b_selector) begin
    if(rst_b_selector) begin
        data_ff <= DISABLE;
        bit_index_ff <= DISABLE;
        bit_cnt_ff <= DISABLE;
        bit_case_ff <= DISABLE;
        out_enable_ff <= DISABLE;
    end
    else begin
        data_ff <= data_d;
        bit_index_ff <= bit_index_d;
        bit_cnt_ff <= bit_cnt_d;
        bit_case_ff <= bit_case_d;
        out_enable_ff <= out_enable_d;
    end
end
always @(*) begin 
    data_d = data_ff;
    bit_index_d = bit_index_ff;
    bit_cnt_d = bit_cnt_ff;
    bit_case_d = bit_case_ff;
    out_enable_d = out_enable_ff;
    case (bit_case_ff)  
        IDLE : begin
            bit_index_d = DISABLE;
            bit_cnt_d = DISABLE;
            if(in_bit_serial == 0) begin
                bit_case_d= START_BIT;
            end
            else begin
                bit_case_d = IDLE;
            end
        end
        START_BIT : begin
            if(in_bit_serial == 0 && (bit_cnt_ff < (CLK_PER_BIT - 1) / 2)) begin
                bit_cnt_d = bit_cnt_d + 1;
                bit_case_d = START_BIT;
            end
            else begin
                bit_index_d = 0;
                bit_cnt_d = 0;
                bit_case_d = DATA_BIT;
            end
        end
        DATA_BIT : begin
            if(bit_cnt_ff < CLK_PER_BIT - 1) begin
                bit_cnt_d = bit_cnt_d + 1;
                bit_case_d = DATA_BIT;
            end
            else begin
                if(bit_index_ff == 8) begin
                    bit_index_d = DISABLE;
                    bit_cnt_d = DISABLE;
                    bit_case_d = STOP_BIT;
                end
                else begin
                    data_d[bit_index_d] = in_bit_serial;
                    bit_index_d = bit_index_d + 1;
                    bit_cnt_d = 0;
                    bit_case_d = DATA_BIT;
                end
            end
        end
        STOP_BIT : begin
            if(out_enable_ff) begin
                out_enable_d = DISABLE;
                bit_case_d = IDLE;
            end
            else begin
                out_enable_d = ENABLE;
            end
        end
        default: begin
            bit_case_d = IDLE;
        end
    endcase
end
assign out_byte = data_ff;
assign out_interpreter_en = out_enable_ff;
endmodule
module rx_uart_top(
    input clk,
    input rst,
    input bit_serial,
    output [7:0] out_to_leds_top
);
wire [7:0] byte_to_interpreter;
wire interpreter_en_top;
rx_uart_byte_selector RX_B_SEL(
    .clk_b_selector(clk),
    .rst_b_selector(rst),
    .in_bit_serial(bit_serial),
    .out_interpreter_en(interpreter_en_top),
    .out_byte(byte_to_interpreter)
);
rx_uart_byte_interpreter RX_B_INTER(
    .clk_b_interpreter(interpreter_en_top),
    .rst_b_interpreter(rst),
    .in_byte(byte_to_interpreter),
    .out_byte(out_to_leds_top)
);
endmodule

===== flow/run.sh =====
#!/bin/bash
# OpenROAD 26Q1-2900-gdf79404cd8, Yosys 0.63+post, stock flow scripts
make -C /OpenROAD-flow-scripts/flow DESIGN_CONFIG=/design/flow/config.mk WORK_HOME=/design/flow/orfs finish

===== flow/config.mk =====
export PLATFORM = sky130hd
export DESIGN_NAME = rx_uart_top
export DESIGN_NICKNAME = rx_uart_top
export VERILOG_FILES = /design/flow/design.v
export SDC_FILE = /design/flow/constraint.sdc
export NUM_CORES = 4
export LEC_CHECK = 1
export CORE_UTILIZATION = 30

===== flow/constraint.sdc =====
current_design rx_uart_top

set clk_period 3.3
set clk_io_pct 0.2

create_clock -name clk0 -period $clk_period [get_ports {clk}]

set non_clock_inputs [all_inputs -no_clocks]
set_input_delay [expr $clk_period * $clk_io_pct] -clock clk0 $non_clock_inputs
set_output_delay [expr $clk_period * $clk_io_pct] -clock clk0 [all_outputs]

==> impl_metrics.json <==
{
  "n_antenna_cell": 0,
  "arrival_ps": 2670,
  "tightest_slew_ps": 591,
  "unconstrained_endpoints": 16,
  "r2r_cells": 8,
  "slew_headroom": 0.605,
  "coreArea_sq_um": 8890,
  "die_h_microns": 98.6,
  "drive_above_1_share": 0.113,
  "synth.top_cells.by_count": "dfrtp_1 (56), nand2_1 (29), o21ai_0 (23)",
  "rsz0062_at_grt": "no",
  "grt_util_all_layers": 0.114,
  "timing.fmax_mhz": 404,
  "grt_max_degree": 49,
  "syn_area_per_cell_sq_um": 10.1,
  "drt_iter0_markers": 81,
  "grt_pass1_wl_mm": 9.09,
  "grt_overflow": 0,
  "rr_startpoint": "RX_B_SEL.bit_cnt_ff[0]$_DFFE_PP0N_",
  "worst_skew_pair.late_latency_ps": 300,
  "ys.flop_type": "dfrtp_1",
  "clk_path_buf_depth": 2,
  "chipArea_sq_um": 9720,
  "netlist_instances": 276,
  "min_path_cells": 1,
  "port_buffers": 10,
  "cts_buffers": 5,
  "yosys_area_sq_um": 2800,
  "synth_area_sq_um": 2800,
  "cp-end-kind": "flip-flop",
  "worstPathMaxFanout": 13,
  "post_cts_buffers": 0,
  "synthArstFlopShare": 1.00,
  "top_cell": "dfrtp_1",
  "h-tree-depth": 2,
  "worstHoldEndpoint": "RX_B_SEL.bit_cnt_ff[31]$_DFFE_PP0N_",
  "finalHoldViolCount": 0,
  "antenna_found_initial": 0,
  "finalCritPeriodShare": 0.750,
  "slew_viol_final": 0,
  "cts_tree": "built",
  "fin_crit_ps": 2480,
  "ys_seq_frac": 0.510,
  "dp_hpwl_mm": 3.45,
  "worstSetupPathType": "flip-flop to flip-flop",
  "gp_congestion": 0.804,
  "unclocked_pins": 8,
  "io_pins": 11,
  "worst_clock_skew_ps": 5.83,
  "via_per_inst": 5.04,
  "floorplan.core_util": 0.315,
  "whs_ps": 489,
  "yosysTopAreaCellShare": 0.501,
  "clk_root_buffer_cell": "clkbuf_8",
  "wire_per_inst_microns": 12.5,
  "setup-violations-final": 0,
  "synth_flop_count": 57,
  "place_ws_ps": 599,
  "drc": 0,
  "leakage_nw": 1.36,
  "yosysWarnings": 2,
  "cp.required_ps": 3490,
  "warnings": 28,
  "fp.dieW_microns": 98.6,
  "drt_wl_total_mm": 4.91,
  "ctsResizeCount": 0,
  "fin_setup_tns_ps": 0,
  "drtPass1Iterations": 4,
  "final_antenna_net_count": 0,
  "status": "finished, final reports clean",
  "area_growth_pct": 10.8,
  "rows": 34,
  "cts_hold_buf": 0,
  "vdd_drop_max_uv": 163,
  "min_path_type": "flip-flop to flip-flop",
  "min_from": "RX_B_SEL.bit_cnt_ff[31]$_DFFE_PP0N_",
  "power_density_nw_per_um2": 320,
  "drv_cap": 0,
  "r2r-end": "RX_B_SEL.bit_index_ff[0]$_DFFE_PP0P_",
  "grt_pass1_vias": 1922,
  "ys_cells": 276,
  "finalWorstSetupSlack_ps": 825,
  "r2r_slack_ps": 820,
  "ys_types": 53,
  "num_vias": 1974,
  "path_clk_slew_ps": 100,
  "nFillCells": 873,
  "topCellsByArea": "dfrtp_1 (50%), and2_1 (4.2%), o21ai_0 (4.1%), nand2_1 (3.9%), nand3_1 (2.5%)",
  "yosys.area.top_type": "dfrtp_1",
  "edf_count": 0,
  "start_kind": "flip-flop"
}
-- logic make-up (layout without fill, tap and decap cells) --
group	after synthesis	count (layout)	synth area share
AOI/OAI and AO/OA	69	69	0.178
xor gates and xnor gates	1	1	0.00313
adders and majority gates	5	5	0.0224
buffers and inverters	25	33	0.0384
DFF	57	57	0.510
muxes	8	8	0.0322
and+or+nand+nor	111	111	0.215
-- through the flow --
step | instances | utilization | area [sq um] | power, mW
detailed placement | 384 | 0.338 | 3010 | 0.641
global route | 392 | 0.349 | 3100 | 1.04
finish | 392 | 0.349 | 3100 | 0.993
global placement | 384 | 0.338 | 3010 | 0.641
floorplan | 276 | - | 2800 | 0.629
CTS | 392 | 0.349 | 3100 | 1.01
-- placed cells by master, fill, tap and decap left out, types with 7 or more instances in the layout --
cell type,count
nor2_1,11
inv_1,11
o21ai_0,23
a21o_1,7
nand3_1,14
and2_1,19
nor3_1,9
dfrtp_1,56
nand2_1,29
clkdlybuf4s50_1,10
a21oi_1,10
-- flip-flops by register name (all words and copies together) (netlist names) --
name	cells
RX_B_SEL.out_enable_ff	1
RX_B_SEL.bit_index_ff	4
RX_B_INTER.char_ff	8
RX_B_SEL.bit_case_ff	4
RX_B_SEL.data_ff	8
RX_B_SEL.bit_cnt_ff	32
-- cell type report --
cell class	count	area, sq um	area share
sequential	57	1430	0.460
clock buffer	5	68.8	0.0222
multi-input combinational	194	1260	0.408
inverter	12	45.0	0.0145
clock inverter	3	25.0	0.00807
tap	108	135	0.0436
timing repair buffer	13	135	0.0436
-- per-layer routing --
| metal | track usage | vias up | share of wire |
|---|---|---|---|
| met5 | 0 | - | 0 |
| met4 | 0.0161 | 0 | 0.017 |
| met3 | 0.0166 | 8 | 0.019 |
| met2 | 0.173 | 21 | 0.43 |
| met1 | 0.182 | 950 | 0.53 |
| li1 | - | 995 | - |
-- critical path, cell delays in order (launching register included) --
cell,delay (ps)
dfrtp_1,410
ha_1,250
a21oi_1,90
o21ai_0,350
a211oi_1,170
o21ai_2,440
buf_4,300
nand2_1,110
a22o_1,250
-- report_power, final --
| group | switching (mW) | total, mW | leakage, nW | internal (mW) |
|---|---|---|---|---|
| Clock | 0.211 | 0.365 | 0.0452 | 0.155 |
| Sequential | 0.00127 | 0.603 | 0.690 | 0.601 |
| Combinational | 0.0172 | 0.0249 | 0.625 | 0.00761 |
| Total | 0.229 | 0.993 | 1.36 | 0.764 |
-- worst max-delay path by stage --
stage                                  start                              endpoint  cells past startpoint  slack (ps)
4_1_cts   RX_B_SEL.bit_cnt_ff[0]$_DFFE_PP0N_  RX_B_SEL.bit_index_ff[0]$_DFFE_PP0P_                      8         810
5_1_grt   RX_B_SEL.bit_cnt_ff[0]$_DFFE_PP0N_  RX_B_SEL.bit_index_ff[0]$_DFFE_PP0P_                      8         530
6_report  RX_B_SEL.bit_cnt_ff[0]$_DFFE_PP0N_  RX_B_SEL.bit_index_ff[0]$_DFFE_PP0P_                      8         820
Power and IR drop assume default switching activity.
