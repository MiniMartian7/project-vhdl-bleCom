===== /design/flow/config.mk =====
export PLATFORM = sky130hd
export DESIGN_NAME = rx_uart
export DESIGN_NICKNAME = rx_uart
export VERILOG_FILES = /design/flow/design.v
export SDC_FILE = /design/flow/constraint.sdc
export NUM_CORES = 4
export LEC_CHECK = 1
export CORE_UTILIZATION = 50

===== /design/flow/constraint.sdc =====
current_design rx_uart

set clk_period 4.0
set clk_io_pct 0.2

create_clock -name clk0 -period $clk_period [get_ports {clk}]

set non_clock_inputs [all_inputs -no_clocks]
set_input_delay [expr $clk_period * $clk_io_pct] -clock clk0 $non_clock_inputs
set_output_delay [expr $clk_period * $clk_io_pct] -clock clk0 [all_outputs]

===== /design/flow/design.v =====
module rx_uart(
    clk,
    rst,
    in_serial_rx,
    out_drive_rx, 
    data_rx
);
input clk, rst;
input in_serial_rx;
output out_drive_rx;
output data_rx;
reg buffer_rx_d, buffer_rx_ff;
integer bit_count_rx_d, bit_count_rx_ff; 
integer main_case_rx_d = 0, main_case_rx_ff = 0; 
integer buffer_index_rx_d, buffer_index_rx_ff; 
reg o_drive_rx_d, o_drive_rx_ff; 
parameter DISABLE = 0;
parameter ENABLE = 1;
parameter CYCLE_PER_BIT = 1302; 
parameter IDLE = 0;
parameter START_BIT = 1;
parameter DATA_BIT = 2;
parameter STOP_BIT = 3;
parameter CLEANUP = 4;
always @(posedge clk or posedge rst) begin
    if(rst) begin
        buffer_rx_ff <= 0;
        bit_count_rx_ff <= 0;
        main_case_rx_ff <= 0;
        buffer_index_rx_ff <= 0;
        o_drive_rx_ff <= 0;
    end
    else begin
        buffer_rx_ff <= buffer_rx_d;
        bit_count_rx_ff <= bit_count_rx_d;
        main_case_rx_ff <= main_case_rx_d;
        buffer_index_rx_ff <= buffer_index_rx_d;
        o_drive_rx_ff <= o_drive_rx_d;
    end
end
always @(*) begin
    buffer_rx_d = buffer_rx_ff;
    bit_count_rx_d = bit_count_rx_ff;
    main_case_rx_d = main_case_rx_ff;
    buffer_index_rx_d = buffer_index_rx_ff;
    o_drive_rx_d = o_drive_rx_ff;
    case (main_case_rx_ff)
        IDLE : begin
            o_drive_rx_d = DISABLE;
            bit_count_rx_d = DISABLE;
            buffer_index_rx_d = DISABLE;
            if(in_serial_rx == 1'b0) begin
                main_case_rx_d = START_BIT;
            end
            else begin
                main_case_rx_d = IDLE;
            end
        end
        START_BIT : begin
            if(bit_count_rx_ff == (CYCLE_PER_BIT - 1) / 2) begin
                if(in_serial_rx == 1'b0) begin
                    bit_count_rx_d = 0;
                    main_case_rx_d = DATA_BIT;
                end 
                else begin
                    main_case_rx_d = IDLE;
                end
            end
            else begin
                bit_count_rx_d = bit_count_rx_d + 1;
                main_case_rx_d = START_BIT;
            end
        end
        DATA_BIT : begin
            if((bit_count_rx_ff < CYCLE_PER_BIT - 1)) begin
                bit_count_rx_d = bit_count_rx_d + 1;
                main_case_rx_d = DATA_BIT;
            end
            else begin
                bit_count_rx_d = 0;
                buffer_rx_d = in_serial_rx;
                if(buffer_index_rx_ff < 7) begin
                    buffer_index_rx_d = buffer_index_rx_d + 1;
                    main_case_rx_d = DATA_BIT;
                end
                else begin
                    buffer_index_rx_d = 0;
                    main_case_rx_d = STOP_BIT;
                end
            end
        end
        STOP_BIT : begin
            if(bit_count_rx_ff < CYCLE_PER_BIT - 1) begin
                bit_count_rx_d = bit_count_rx_d + 1;
                main_case_rx_d = STOP_BIT;
            end
            else begin
                o_drive_rx_d = ENABLE;
                bit_count_rx_d = 0;
                main_case_rx_d = CLEANUP;
            end
        end
        CLEANUP : begin
            main_case_rx_d = IDLE;
            o_drive_rx_d = DISABLE;
        end
        default : begin
            main_case_rx_d = IDLE;
        end
    endcase
end
assign data_rx = buffer_rx_ff;
assign out_drive_rx = o_drive_rx_ff;
endmodule  

===== /design/flow/run.sh =====
#!/bin/bash
# OpenROAD 26Q1-2900-gdf79404cd8, Yosys 0.63+post, stock flow scripts
make -C /OpenROAD-flow-scripts/flow DESIGN_CONFIG=/design/flow/config.mk WORK_HOME=/design/flow/orfs finish

==> impl_metrics.py <==
# Generated from Yosys and OpenROAD reports
metrics = {
    "die": {
        "coreArea_um2": 7730,
        "rows": 32,
        "initial_core_util_pct": 51.9,
        "die-area_um2": 8380,
        "die_x_um": 91.5,
        "die_height_um": 91.5,
        "io-pin-count": 5,
    },
    "cts": {
        "clk_pin_slew_ns": 0.08,
        "cts_resized": 0,
        "numCtsBuffers": 9,
        "clkLatencyLatePin_ns": 0.34,
        "postCtsHoldBufs": 0,
        "ctsRootBufferMaster": "clkbuf_8",
        "cts_setup_buffers": 0,
        "cts_tree": "built",
        "cts.sinks": 69,
        "cts_htree_levels": 3,
        "cts_buffer_depth": 2,
    },
    "grt": {
        "grt_max_degree": 28,
        "gr-usage-all-layers_pct": 24.6,
        "grt_pass1_vias": 3314,
        "overflow": 0,
        "grt_pass1_wl_um": 16100,
        "antenna_found_initial": 0,
    },
    "sta": {
        "fin_crit_ns": 3.01,
        "setup_tns_ns": 0,
        "finalClockPeriodUsage_pct": 75.2,
        "final-max-slew-violation-count": 0,
        "slew_headroom_pct": 42.6,
        "tightest_slew_ns": 0.860,
        "setup_viol": 0,
        "fmax_ghz": 0.333,
        "skew_ns": 0.0128,
        "hold_viol": 0,
        "rsz0062_at_grt": "false",
    },
    "yosys": {
        "ys_warn_count": 1,
        "synthTopCellsByCount": "nand2_1 (77), dfrtp_1 (69), o21ai_0 (54)",
        "ys.flop_type": "dfrtp_1",
        "yosysUniqueCellTypes": 48,
        "syn-cell-area_um2": 4010,
        "synth_area_per_cell_um2": 8.33,
        "top_logic_kind": "simple AND/OR/NAND/NOR gates",
        "post-synth-top-count-cell": "nand2_1",
        "largest_area_cell": "dfrtp_1",
        "yosys-stat-cells": 481,
        "edf_count": 0,
        "topCellsByArea": "dfrtp_1 (43%), nand2_1 (7.2%), o21ai_0 (6.7%)",
        "yosys.area.top_type_share_pct": 43.1,
        "ys_async_sr_fraction_pct": 100,
        "synth_seq_share_pct": 43.1,
        "mux_area_share_pct": 1.28,
        "synthSimpleGateAreaFrac_pct": 31.0,
        "ys_sh_adder_pct": 1.25,
        "numSynthFlops": 69,
        "synthAoiAreaFrac_pct": 19.3,
        "syn-instance-count": 481,
        "xor_area_share_pct": 0,
        "ys_area_um2": 4010,
    },
    "drt": {
        "drt_iter0_markers": 132,
        "wl_per_cell_um": 16.1,
        "antennaDiodeCount": 0,
        "drc": 0,
        "via_count": 3528,
        "firstDrtPassIters": 5,
        "ant_nets": 0,
        "avgViaCountPerCell": 6.03,
        "routed_wl_um": 9390,
    },
    "worst_setup_path": {
        "cp.arrival_ns": 3.24,
        "startpoint_type": "flip-flop",
        "critPathKind": "flip-flop to flip-flop",
        "worstPathMaxFanout": 27,
        "cp-end-kind": "flip-flop",
        "crit_required_ns": 4.24,
    },
    "pwr": {
        "peakVddDrop_v": 0.000195,
        "p_leak_uw": 0.00187,
        "p_total_uw": 1810,
        "powerDensity_nw_per_um2": 422,
    },
    "layout": {
        "fillers": 694,
        "final_util_pct": 55.6,
        "fin_cells": 585,
        "drive_gt1_share_pct": 7.45,
        "area_growth_pct": 7.18,
    },
    "placed_design": {
        "dp.cells": 569,
        "hpwl_um": 6200,
        "io_buffers": 4,
        "place_congestion": 0.827,
    },
    "flow_run": {
        "max-cap-violations": 0,
        "warning_count": 28,
    },
    "hold_path": {
        "hold_path.class": "flip-flop to flip-flop",
    },
    "run_status": {
        "status": "finished clean",
    },
}
## cells by family after synthesis
| family | count (synthesis) |
|---|---|
| adder cells (fa/ha/maj) | 4 |
| AND-OR/OR-AND | 129 |
| buffers and inverters | 33 |
| multiplexers | 5 |
| flip-flops | 69 |
| AND/OR/NAND/NOR | 241 |
## placed cells by master (no fill, tap or decap), types with 6 or more instances in the layout
cell type and count:
buf_4 7, nand4_1 15, nor2_1 27, nor2b_1 6
a21oi_1 13, o21ai_0 54, nand2_1 77, clkbuf_8 10
inv_1 7, nor3_1 14, dfrtp_1 69, nand3_1 45
o21ai_1 6, o31ai_1 7, nor4_1 10, a31oi_1 28
and3_1 17
## worst max-delay path, stage by stage (launching register included)
cell     delay (ns)
dfrtp_1        0.48
nor4_2         0.32
nand4_1        0.24
o311a_1        0.41
a21oi_2        0.45
nor2_2         0.33
buf_4          0.32
a21o_1         0.18
a22o_1         0.17
## state kept, by name (all words and copies together), names as in the netlist
name                cells
main_case_rx_ff         3
o_drive_rx_ff           1
buffer_index_rx_ff     32
buffer_rx_ff            1
bit_count_rx_ff        32
## through the flow
stage,hold slack (ns),cell area (µm²),setup slack (ns)
finish,0.509,4300,0.994
global placement,0.491,4090,1.09
floorplan,0.452,4010,1.46
global route,0.526,4300,0.819
detailed placement,0.497,4090,0.992
CTS,0.510,4300,0.999
## where the power goes
| part | switching [µW] | internal [µW] |
|---|---|---|
| clock | 275 | 307 |
| combinational | 157 | 134 |
| sequential | 141 | 798 |
| total | 573 | 1240 |
## cell type report
type	count	area (µm²)	share of cell area (%)
Clock buffer	11	141	3.29
Clock inverter	5	60.1	1.40
Inverter	8	30.0	0.699
Multi-Input combinational cell	379	2120	49.3
Sequential cell	69	1730	40.2
Tap cell	102	128	2.97
Timing Repair Buffer	11	92.6	2.16
## layer usage
metal | global-route usage, % | wire length (µm) | vias to the layer above
li1 | - | - | 1784
met1 | 36.3 | 4270 | 1659
met2 | 41.5 | 4650 | 74
met3 | 2.81 | 352 | 11
met4 | 4.10 | 118 | 0
met5 | 0 | 0 | -
## path summary, 6_finish.rpt
kind                            slack (ns)                endpoint  cells past startpoint                start
worst max register to register        0.99      bit_count_rx_ff[3]                      8  bit_count_rx_ff[13]
max in group asynchronous             2.44      main_case_rx_ff[0]                      3                  rst
worst min-delay path                  0.51     bit_count_rx_ff[20]                      1  bit_count_rx_ff[20]
worst max-delay path                  0.99      bit_count_rx_ff[3]                      8  bit_count_rx_ff[13]
min in group asynchronous             0.83  buffer_index_rx_ff[15]                      2                  rst
worst min register to register        0.51     bit_count_rx_ff[20]                      1  bit_count_rx_ff[20]
Power is estimated from default activity; no workload was simulated.
